===== config.mk =====
export PLATFORM = sky130hd
export DESIGN_NAME = uart_rx
export DESIGN_NICKNAME = uart_rx
export VERILOG_FILES = /design/flow/design.v
export SDC_FILE = /design/flow/constraint.sdc
export NUM_CORES = 4
export LEC_CHECK = 1
export CORE_AREA = 10 10 93 93
export DIE_AREA = 0 0 103 103

===== constraint.sdc =====
current_design uart_rx

set clk_period 1.8
set clk_io_pct 0.2

create_clock -name clk0 -period $clk_period [get_ports {clk}]

set non_clock_inputs [all_inputs -no_clocks]
set_input_delay [expr $clk_period * $clk_io_pct] -clock clk0 $non_clock_inputs
set_output_delay [expr $clk_period * $clk_io_pct] -clock clk0 [all_outputs]

===== design.v =====
module uart_rx #(
    parameter DATA_WIDTH = 8
) (
    input logic din,             
    input logic clk,
    input logic reset,
    output logic [DATA_WIDTH-1:0] par_out   
);
    logic en_shift; 
    logic [2:0] state;  
    logic flag;
    logic [DATA_WIDTH-1:0] shift_reg;
    logic [3:0] bit_counter;
    localparam IDLE  = 3'b000;
    localparam START = 3'b001;
    localparam DATA  = 3'b010;
    localparam STOP  = 3'b011;
    always @(posedge clk or negedge reset) begin
        if(!reset) begin
            state <= IDLE;
            shift_reg <= 0;
            bit_counter <= 0;
            par_out <= 0;
        end else begin
            case(state)
                IDLE: begin
                    if(!din) begin   
                        state <= START;
                        bit_counter <= 0;
                    end
                end
                START: begin
                    state <= DATA;
                end
                DATA: begin
                    shift_reg <= {din, shift_reg[DATA_WIDTH-1:1]};
                    bit_counter <= bit_counter + 1;
                    if(bit_counter == DATA_WIDTH-1)
                        state <= STOP;
                end
                STOP: begin
                    par_out <= shift_reg;
                    state <= IDLE;
                end
            endcase
        end
    end
endmodule

===== run.sh =====
#!/bin/bash
# OpenROAD 26Q1-2900-gdf79404cd8, Yosys 0.63+post, stock flow scripts
make -C /OpenROAD-flow-scripts/flow DESIGN_CONFIG=/design/flow/config.mk WORK_HOME=/design/flow/orfs finish

==> flow_summary.toml <==
# implementation run metrics
[cts]
hold_buffers = 0
clk_pin_slew_ns = 0.08
root_buffer = "clkbuf_8"
cts_resized = 0
clk_path_buf_depth = 2
cts_max_level = 1
cts_setup_buffers = 0
insertion_delay_ns = 0.26
cts_sinks = 24
cts_tree = "built"
cts_buffers = 3

[synthesis]
avgSynthCellArea_sq_um = 13.95
yosys_area_sq_um = 948.4
yosysCellCount = 68
ys_sh_adder_pct = 1.319
edf_count = 0
synth_warnings = 1
xor_share_pct = 0
yosys.stat.seqShare_pct = 63.46
ys_ff = 24
ys_sh_mux_pct = 19.00
yosys-top-cells-area = "dfrtp_1, mux2_2, dfstp_2"
syn_area_sq_um = 948.4
ys_sh_aoi_pct = 5.409
synth_cell_type_count = 20
synth_area_leader_cell = "dfrtp_1"
synth_cells = 68
simple_gate_area_share_pct = 9.499
ys_top_logic_family = "multiplexers"
async_flop_share_pct = 100.0
ys.flop_type = "dfrtp_1"
top_cell_area_share_pct = 60.69

[global_routing]
grt-ovfl-total = 0
grt_pass1_wl_um = 2794
grt_pass1_vias = 611
grt_max_degree = 25
track_usage_pct = 3.176
antenna_found_initial = 0

[setup_path]
reg2reg_to = "bit_counter[2]"
critPathRequiredTime_ns = 1.44
cp_num_cells = 1
end_kind = "output pin"
r2r_slack_ns = 0.59
crit_path_start = "par_out[0]"
critPathKind = "flop to output pin"
crit_family = "buffers and inverters"
reg2reg_depth = 3
slowest_delay_ns = 0.50
endpoint = "par_out[0]"
setup.worst_path.start_class = "flop"
cpMaxStageDelayCell = "clkdlybuf4s50_1"
crit_chain = "clkdlybuf4s50_1"
path_max_fanout = 2
critPathArrivalTime_ns = 1.11
crit_buf_inv = 1
rr_startpoint = "bit_counter[0]"

[drt]
routedWlPerCell_um = 9.630
num_vias = 558
antennaDiodeCount = 0
dr.pass1.iters = 3
drt_iter0_drc = 12
viasPerCell = 3.444
drcViolationCount = 0
totalWireLength_um = 1560
postRouteAntennaNets = 0

[sta]
max_freq_mhz = 682.2
fin_crit_sh_pct = 81.43
min_period_ns = 1.466
finalClockSkew_ns = 0.001908
drv_slew = 0
rsz0062_at_grt = "no"
holdWs_ns = 0.4299
relSlewSlack_pct = 72.80
final-setup-viol-count = 0
worst_pin_slew_ns = 0.4080
setup_tns_ns = 0
final-hold-violation-count = 0

[floorplanning]
die_w_um = 103
rows = 30
dieArea_sq_mm = 0.01061
core-area_sq_mm = 0.006756
fp.dieH_um = 103
fp_util_pct = 14.04
pin_count = 11

[place]
dp.cells = 158
gp_congestion = 0.7370
port_buffers = 10
post_dp_cell_area_sq_mm = 0.001155

[cells_and_area]
areaGrowthSynthToFinish_pct = 27.57
stdcell_area_sq_mm = 0.001210
finalNonFillerCells = 162
fillerInstances = 736
regArea_sq_um = 601.8
drive_above_1_share_pct = 29.27
logic_area_sq_um = 334.1

[outcome]
outcome = "finished, final reports clean"

[run]
maxCapViolCount = 0
warnings = 25

[pwr]
powerDensity_mw_per_mm2 = 750.9
irDropWorstVdd_mv = 0.5505
leakage_nw = 0.5260
p_total_mw = 0.9086

[hold_path]
hold_class = "flop to flop"
-- power breakdown --
part	internal (mW)	switching, mW
Sequential	0.539	0
Combinational	0.00528	0.0115
Clock	0.195	0.158
-- synthesized netlist by cell type, types with 2 or more instances --
cell	number
dfrtp_1	23
mux2_2	16
nand2_1	2
nand3_1	5
nor2_1	2
nor2b_1	2
o21ai_0	5
-- metal layers --
layer	track usage [%]	share of wire, %	up-vias
li1	-	-	275
met1	4.190	50	275
met2	5.119	46	8
met3	0.9479	4.7	0
met4	0.5348	0	0
met5	0	0	-
-- worst min path at each step --
| stage | from | to | slack [ns] | cells past startpoint |
|---|---|---|---|---|
| CTS | state[2] | state[1] | 0.44 | 1 |
| global route | state[2] | state[1] | 0.44 | 1 |
| finish | state[2] | state[1] | 0.43 | 1 |
-- layout make-up --
cell class | instances | area share [%]
tap | 80 | 8.273
sequential | 24 | 49.74
clock buffer | 4 | 4.550
multi-input combinational | 41 | 27.61
inverter | 1 | 0.3102
timing repair buffer | 12 | 9.514
-- through the flow --
| step | util (%) | setup WS (ns) |
|---|---|---|
| global placement | 17.09 | 0.3245 |
| detailed placement | 17.09 | 0.3189 |
| floorplan | - | 0.6828 |
| finish | 17.91 | 0.3342 |
| CTS | 17.91 | 0.3123 |
| global route | 17.91 | 0.2805 |
-- logic make-up (layout without fill, tap and decap cells) --
| family | count (synthesis) | after routing |
|---|---|---|
| and+or+nand+nor | 16 | 16 |
| adders and majority gates | 1 | 1 |
| buffers and inverters | 3 | 17 |
| DFF | 24 | 24 |
| AOI/OAI and AO/OA | 8 | 8 |
| muxes | 16 | 16 |
-- layout by cell type, fill, tap and decap left out, types with 2 or more instances in the layout --
cell,netlist,routed
o21ai_0,5,5
dfrtp_1,23,23
nand2_1,2,2
buf_4,0,2
clkbuf_8,0,4
nor2b_1,2,2
clkdlybuf4s50_1,0,10
nor2_1,2,2
mux2_2,16,16
nand3_1,5,5
Power and IR drop assume default switching activity.
